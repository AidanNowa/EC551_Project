### ./config.mk
export PLATFORM = sky130hd
export DESIGN_NAME = vga_core
export DESIGN_NICKNAME = vga_core
export VERILOG_FILES = /design/flow/design.v
export SDC_FILE = /design/flow/constraint.sdc
export NUM_CORES = 4
export LEC_CHECK = 1
export CORE_UTILIZATION = 30
### ./constraint.sdc
current_design vga_core

set clk_period 4.9
set clk_io_pct 0.2

create_clock -name clk0 -period $clk_period [get_ports {clk}]

set non_clock_inputs [all_inputs -no_clocks]
set_input_delay [expr $clk_period * $clk_io_pct] -clock clk0 $non_clock_inputs
set_output_delay [expr $clk_period * $clk_io_pct] -clock clk0 [all_outputs]
### ./design.v
`timescale 1ns / 1ps
module vga_core(
	input wire clk,rst_n,  
	output wire hsync,vsync,
	output reg video_on,
	output wire[11:0] pixel_x,pixel_y
    );		 
	 localparam HD=640,  
					HR=16,  
					HRet=96,  
					HL=48,  
					VD=480,  
					VB=10,  
					VRet=2,  
					VT=33;  
	reg[11:0] vctr_q=0,vctr_d;  
	reg[11:0] hctr_q=0,hctr_d;  
	reg hsync_q=0,hsync_d;
	reg vsync_q=0,vsync_d;
	always @(posedge clk,negedge rst_n) begin
		if(!rst_n) begin
			vctr_q<=0;
			hctr_q<=0;
			vsync_q<=0;
			hsync_q<=0;
		end
		else begin
			vctr_q<=vctr_d;
			hctr_q<=hctr_d;
			vsync_q<=vsync_d;
			hsync_q<=hsync_d;
		end
	end
	always @* begin
		vctr_d=vctr_q;
		hctr_d=hctr_q;
		video_on=0;
		hsync_d=1; 
		vsync_d=1; 
		if(hctr_q==HD+HR+HRet+HL-1) hctr_d=0;  
		else hctr_d=hctr_q+1'b1;
		if(vctr_q==VD+VB+VRet+VT-1) vctr_d=0;  
		else if(hctr_q==HD+HR+HRet+HL-1) vctr_d=vctr_q+1'b1;
		if(hctr_q<HD && vctr_q<VD) video_on=1;  
		if( (hctr_d>=HD+HR) && (hctr_d<=HD+HR+HRet-1) ) hsync_d=0;  
		if( (vctr_d>=VD+VB) && (vctr_d<=VD+VB+VRet-1) ) vsync_d=0;  
	end
		assign vsync=vsync_q;
		assign hsync=hsync_q;
		assign pixel_x=hctr_q;
		assign pixel_y=vctr_q;
endmodule
### ./run.sh
#!/bin/bash
# OpenROAD 26Q1-2900-gdf79404cd8, Yosys 0.63+post, stock flow scripts
make -C /OpenROAD-flow-scripts/flow DESIGN_CONFIG=/design/flow/config.mk WORK_HOME=/design/flow/orfs finish
==> flow report <==
======================================================================================
Count of final max-slew check failures                                               0
Detailed-route vias per instance                                                 5.301
Final Critical Period                                                         2.635 ns
Reg2reg setup slack                                                            2.26 ns
Worst slew pin tran                                                          0.8619 ns
Source-to-sink clock delay at the later pin of the worst-skew pair             0.26 ns
Cell variety after synth                                                            38
Total vias in the final route                                                     1214
Hold-fix buffers, CTS                                                                0
Core ar.                                                                     4474 um^2
Reg-to-reg critical path startpoint                                          hctr_q[0]
Hold path start                                                             vctr_q[11]
Worst setup startpoint                                                       hctr_q[0]
Gate Count Post-Synth                                                              149
Async set-or-reset flop fraction in the synthesized netlist                      1.000
Result of the run                                                         finished, final reports clean
Clock H-tree levels                                                                  1
Hold/Removal Path Class                                                   flip-flop to flip-flop
X dimension of the die                                                        71.05 um
Final setup vio count                                                                0
Area occupied by multi-input gates                                          724.4 um^2
Total congestion overflow                                                            0
Hold Violations, Final                                                               0
Headroom to the max-slew limit                                                  0.4201
Global route hottest layer                                                        met1
Library cell used as clock root buffer                                        clkbuf_8
Highest achievable clock rate                                               0.3795 GHz
First-pass iteration count of the detailed router                                   12
Residual DRC count                                                                   0
Worst reg2reg path endpoint                                                    vsync_q
Die Outline Area                                                             5047 um^2
Worst IR Drop VDD                                                             74.06 uV
Power per cell area                                                       187.1 nW/um^2
Area figure in the yosys stat output                                         1430 um^2
Nature of the critical path endpoint                                         flip-flop
Final worst clock skew                                                     0.001812 ns
Initial DRC Count                                                                  106
TritonCTS buffer count                                                               3
Core Rows                                                                           24
Count of port buffers added during placement                                        28
Detailed placer's ending HPWL                                                  2273 um
Crit-path max FO                                                                    10
Pre-placement core utilization                                                  0.3196
Die Span Y                                                                    71.05 um
Startpoint kind of the worst setup timing path                               flip-flop
Final Cell Area                                                              1799 um^2
Flip-flops with a built-in enable                                                    0
Most frequently used flop master after synthesis                               dfrtp_1
Antenna fix cells                                                                    0
Register bit count reported by yosys                                                26
Cells in synth_stat.txt                                                            149
Initial antenna violation count                                                      0
Postcts setup bufs                                                                   0
Layout cell share with drive strength beyond 1                                 0.07345
Clock Path Buffers                                                                   2
Placed Instance Area                                                         1758 um^2
Post-route total power                                                     0.0003366 W
Via count of the first global-routing pass                                        1135
Depth of the worst register-to-register path                                         6
CP required                                                                    5.04 ns
Total number of warnings across the stage logs                                      26
Maxcap violations                                                                    0
WL final                                                                       3083 um
Worst setup path class                                                    flip-flop to flip-flop
Final cycle utilization of the critical path                                    0.5378
Weighted congestion reported at the end of routability-driven placement         0.9266
Wire length of the first global-routing pass                                   5409 um
# IOs                                                                               29
Worst Path Arrival                                                             2.77 ns
Accumulated negative setup slack                                                  0 ns
Area used by sequential logic in the layout                                 650.6 um^2
Netlist area before placement                                                1430 um^2
Clock tree sinks                                                                    26
Worst setup endpoint                                                           vsync_q
Grt met3 use                                                                   0.01590
Post-DRT Antenna Nets                                                                0
GR Layer Usage met2                                                             0.2019
Number of fill cells in the layout                                                 427
Warning count from the yosys run                                                     1
Synthesized area per cell                                                   9.598 um^2
Post-CTS Resized                                                                     0
Leak Pwr                                                                     0.7130 nW
TritonCTS clock tree                                                             built
Sequential fraction of the synthesis area                                       0.4549
Met1 capacity usage during global routing                                       0.2177
Clock-pin transition on the worst setup and hold timing paths                  0.08 ns
Average detailed-routed wire length per instance                              13.46 um
Total global-route track usage                                                  0.1335
Layout Area Growth over Synthesis                                               25.81%
Unrepaired setup endpoints after global routing                                     no
Largest net degree at the start of global routing                                   27
======================================================================================
[per-stage QoR]
stage | util | hold WS, ns | setup WS (ns) | instances
after floorplan | - | 0.4647 | 2.520 | 149
final | 0.4021 | 0.5362 | 2.265 | 229
after global routing | 0.4021 | 0.5513 | 2.073 | 229
after detailed placement | 0.3929 | 0.5265 | 2.307 | 226
after global placement | 0.3929 | 0.5054 | 2.378 | 226
after CTS | 0.4021 | 0.5383 | 2.274 | 229
[how the worst min path moves through the flow]
stage                         to  slack (ns)  depth (start not counted)
after CTS             vctr_q[11]        0.54                          1
after global routing  vctr_q[11]        0.55                          1
final                 vctr_q[11]        0.54                          1
[state kept, by name, summed over array words and instances, names as in the netlist]
register / cells
vctr_q: 12
hctr_q: 12
hsync_q: 1
vsync_q: 1
[kinds of logic (layout without fill, tap and decap cells)]
| family | Yosys count | count (layout) | synth area share |
|---|---|---|---|
| AOI/OAI and AO/OA | 20 | 20 | 0.09012 |
| xor gates and xnor gates | 15 | 15 | 0.09187 |
| adders and majority gates | 4 | 4 | 0.03325 |
| buffers and inverters | 10 | 38 | 0.03849 |
| DFF | 26 | 26 | 0.4549 |
| and+or+nand+nor | 74 | 74 | 0.2913 |
[where the power goes]
group          leakage, nW  switching [W]  internal, W   total (W)
combinational        0.348     0.00000401   0.00000122  0.00000522
clock               0.0216      0.0000621    0.0000550    0.000117
sequential           0.343              0     0.000214    0.000214
total                0.713      0.0000661     0.000271    0.000337
[worst max-delay path, cell delays in order, from the launching register on]
cell,delay [ns]
dfrtp_1,0.44
ha_1,0.26
nand4_2,0.26
or4_1,0.70
or3_2,0.48
a211oi_1,0.26
nand4_1,0.11
[synth_stat cells (all sizes together) (3+ instances only)]
cell | count | area share
buf | 4 | 0.023
dfrtp | 26 | 0.45
ha | 3 | 0.026
inv | 4 | 0.010
nand2 | 16 | 0.042
nand3 | 7 | 0.024
nand4 | 5 | 0.026
nand4b | 3 | 0.018
nor2 | 15 | 0.039
nor3 | 6 | 0.021
nor4 | 4 | 0.017
nor4b | 3 | 0.018
o21ai | 6 | 0.021
o31ai | 3 | 0.016
or2 | 3 | 0.013
or4 | 3 | 0.018
xnor2 | 8 | 0.049
xor2 | 7 | 0.043
[cell usage in the layout (no fill, tap or decap), types with 2 or more instances in the layout]
master	instances
a211oi_1	2
a21oi_1	2
a31oi_1	2
and2_1	2
and4_1	2
buf_4	3
clkbuf_8	3
clkdlybuf4s50_1	28
dfrtp_1	26
ha_1	3
inv_1	4
nand2_1	16
nand3_1	7
nand4_1	4
nand4b_1	3
nor2_1	15
nor3_1	6
nor4_1	4
nor4b_1	3
o21ai_0	6
o31ai_1	3
or2_2	2
or3_2	2
or4_1	2
xnor2_1	8
xor2_1	7
[layout make-up]
| cell class | count | share of cell area |
|---|---|---|
| inverter | 4 | 0.008345 |
| timing repair buffer | 31 | 0.1683 |
| tap | 52 | 0.03616 |
| multi-input combinational | 113 | 0.4026 |
| clock buffer | 3 | 0.02295 |
| sequential | 26 | 0.3616 |
[per-layer routing]
metal | routed length, um | share of wire | vias to the layer above
met5 | 0 | 0 | -
li1 | - | - | 596
met3 | 125 | 0.041 | 2
met4 | 29 | 0.0094 | 0
met1 | 1502 | 0.49 | 584
met2 | 1425 | 0.46 | 32
No activity file was given, so power comes from the tool's default toggle rates.
