**flow/run.sh**
```bash
#!/bin/bash
# OpenROAD 26Q1-2900-gdf79404cd8, Yosys 0.63+post, stock flow scripts
make -C /OpenROAD-flow-scripts/flow DESIGN_CONFIG=/design/flow/config.mk WORK_HOME=/design/flow/orfs finish
```
**flow/config.mk**
```make
export PLATFORM = sky130hd
export DESIGN_NAME = camera_configure
export DESIGN_NICKNAME = camera_configure
export VERILOG_FILES = /design/flow/design.v
export SDC_FILE = /design/flow/constraint.sdc
export NUM_CORES = 4
export LEC_CHECK = 1
export CORE_UTILIZATION = 40
```
**flow/constraint.sdc**
```tcl
current_design camera_configure

set clk_period 13.7
set clk_io_pct 0.2

create_clock -name clk0 -period $clk_period [get_ports {clk}]

set non_clock_inputs [all_inputs -no_clocks]
set_input_delay [expr $clk_period * $clk_io_pct] -clock clk0 $non_clock_inputs
set_output_delay [expr $clk_period * $clk_io_pct] -clock clk0 [all_outputs]
```
**flow/design.v**
```verilog
`timescale 1ns / 1ps
module OV7670_config
#(
    parameter CLK_FREQ = 25000000
)
(
    input wire clk,
    input wire SCCB_interface_ready,
    input wire [15:0] rom_data,
    input wire start,
    output reg [7:0] rom_addr,
    output reg done,
    output reg [7:0] SCCB_interface_addr,
    output reg [7:0] SCCB_interface_data,
    output reg SCCB_interface_start
    );
    initial begin
        rom_addr = 0;
        done = 0;
        SCCB_interface_addr = 0;
        SCCB_interface_data = 0;
        SCCB_interface_start = 0;
    end
    localparam FSM_IDLE = 0;
    localparam FSM_SEND_CMD = 1;
    localparam FSM_DONE = 2;
    localparam FSM_TIMER = 3;
    reg [2:0] FSM_state = FSM_IDLE;
    reg [2:0] FSM_return_state;
    reg [31:0] timer = 0; 
    always@(posedge clk) begin
        case(FSM_state)
            FSM_IDLE: begin 
                FSM_state <= start ? FSM_SEND_CMD : FSM_IDLE;
                rom_addr <= 0;
                done <= start ? 0 : done;
            end
            FSM_SEND_CMD: begin 
                case(rom_data)
                    16'hFFFF: begin  
                        FSM_state <= FSM_DONE;
                    end
                    16'hFFF0: begin  
                        timer <= (CLK_FREQ/100);  
                        FSM_state <= FSM_TIMER;
                        FSM_return_state <= FSM_SEND_CMD;
                        rom_addr <= rom_addr + 1;
                    end
                    default: begin  
                        if (SCCB_interface_ready) begin
                            FSM_state <= FSM_TIMER;
                            FSM_return_state <= FSM_SEND_CMD;
                            timer <= 0;  
                            rom_addr <= rom_addr + 1;
                            SCCB_interface_addr <= rom_data[15:8];
                            SCCB_interface_data <= rom_data[7:0];
                            SCCB_interface_start <= 1;
                        end
                    end
                endcase
            end
            FSM_DONE: begin  
                FSM_state <= FSM_IDLE;
                done <= 1;
            end
            default: begin  
                FSM_state <= (timer == 0) ? FSM_return_state : FSM_TIMER;
                timer <= (timer==0) ? 0 : timer - 1;
                SCCB_interface_start <= 0;
            end
        endcase
    end
endmodule
`timescale 1ns / 1ps
module OV7670_config_rom(
    input wire clk,
    input wire [7:0] addr,
    output reg [15:0] dout
    );
    always @(posedge clk) begin
    case(addr) 
    0:  dout <= 16'h12_80;  
    1:  dout <= 16'hFF_F0;  
    2:  dout <= 16'h12_04;  
    3:  dout <= 16'h11_80;  
    4:  dout <= 16'h0C_00;  
    5:  dout <= 16'h3E_00;  
    6:  dout <= 16'h04_00;  
    7:  dout <= 16'h40_d0;  
    8:  dout <= 16'h3a_04;  
    9:  dout <= 16'h14_18;  
    10: dout <= 16'h4F_B3;  
    11: dout <= 16'h50_B3;  
    12: dout <= 16'h51_00;  
    13: dout <= 16'h52_3d;  
    14: dout <= 16'h53_A7;  
    15: dout <= 16'h54_E4;  
    16: dout <= 16'h58_9E;  
    17: dout <= 16'h3D_C0;  
    18: dout <= 16'h17_14;  
    19: dout <= 16'h18_02;  
    20: dout <= 16'h32_80;  
    21: dout <= 16'h19_03;  
    22: dout <= 16'h1A_7B;  
    23: dout <= 16'h03_0A;  
    24: dout <= 16'h0F_41;  
    25: dout <= 16'h1E_00;  
    26: dout <= 16'h33_0B;  
    27: dout <= 16'h3C_78;  
    28: dout <= 16'h69_00;  
    29: dout <= 16'h74_00;  
    30: dout <= 16'hB0_84;  
    31: dout <= 16'hB1_0c;  
    32: dout <= 16'hB2_0e;  
    33: dout <= 16'hB3_80;  
    34: dout <= 16'h70_3a;
    35: dout <= 16'h71_35;
    36: dout <= 16'h72_11;
    37: dout <= 16'h73_f0;
    38: dout <= 16'ha2_02;
    39: dout <= 16'h7a_20;
    40: dout <= 16'h7b_10;
    41: dout <= 16'h7c_1e;
    42: dout <= 16'h7d_35;
    43: dout <= 16'h7e_5a;
    44: dout <= 16'h7f_69;
    45: dout <= 16'h80_76;
    46: dout <= 16'h81_80;
    47: dout <= 16'h82_88;
    48: dout <= 16'h83_8f;
    49: dout <= 16'h84_96;
    50: dout <= 16'h85_a3;
    51: dout <= 16'h86_af;
    52: dout <= 16'h87_c4;
    53: dout <= 16'h88_d7;
    54: dout <= 16'h13_e0;  
    55: dout <= 16'h00_00;  
    56: dout <= 16'h10_00;  
    57: dout <= 16'h0d_40;  
    58: dout <= 16'h14_18;  
    59: dout <= 16'ha5_05;  
    60: dout <= 16'hab_07;  
    61: dout <= 16'h24_95;  
    62: dout <= 16'h25_33;  
    63: dout <= 16'h26_e3;  
    64: dout <= 16'h9f_78;  
    65: dout <= 16'ha0_68;  
    66: dout <= 16'ha1_03;  
    67: dout <= 16'ha6_d8;  
    68: dout <= 16'ha7_d8;  
    69: dout <= 16'ha8_f0;  
    70: dout <= 16'ha9_90;  
    71: dout <= 16'haa_94;  
    72: dout <= 16'h13_e5;  
    default: dout <= 16'hFF_FF;          
    endcase
    end
endmodule
`timescale 1ns / 1ps
module SCCB_interface
#(
    parameter CLK_FREQ = 25000000,
    parameter SCCB_FREQ = 100000
)
(
    input wire clk,
    input wire start,
    input wire [7:0] address,
    input wire [7:0] data,
    output reg ready,
    output reg SIOC_oe,
    output reg SIOD_oe
    );
    localparam CAMERA_ADDR = 8'h42;
    localparam FSM_IDLE = 0;
    localparam FSM_START_SIGNAL = 1;
    localparam FSM_LOAD_BYTE = 2;
    localparam FSM_TX_BYTE_1 = 3;
    localparam FSM_TX_BYTE_2 = 4;
    localparam FSM_TX_BYTE_3 = 5;
    localparam FSM_TX_BYTE_4 = 6;
    localparam FSM_END_SIGNAL_1 = 7;
    localparam FSM_END_SIGNAL_2 = 8;
    localparam FSM_END_SIGNAL_3 = 9;
    localparam FSM_END_SIGNAL_4 = 10;
    localparam FSM_DONE = 11;
    localparam FSM_TIMER = 12;
    initial begin 
        SIOC_oe = 0;
        SIOD_oe = 0;
        ready = 1;
    end
    reg [3:0] FSM_state = 0;
    reg [3:0] FSM_return_state = 0;
    reg [31:0] timer = 0;
    reg [7:0] latched_address;
    reg [7:0] latched_data; 
    reg [1:0] byte_counter = 0;
    reg [7:0] tx_byte = 0;
    reg [3:0] byte_index = 0;
    always@(posedge clk) begin
        case(FSM_state) 
            FSM_IDLE: begin
                byte_index <= 0;
                byte_counter <= 0;
                if (start) begin 
                    FSM_state <= FSM_START_SIGNAL;
                    latched_address <= address;
                    latched_data <= data;
                    ready <= 0;
                end
                else begin
                    ready <= 1;
                end
            end
            FSM_START_SIGNAL: begin  
                FSM_state <= FSM_TIMER;
                FSM_return_state <= FSM_LOAD_BYTE;
                timer <= (CLK_FREQ/(4*SCCB_FREQ));
                SIOC_oe <= 0;
                SIOD_oe <= 1;
            end
            FSM_LOAD_BYTE: begin  
                FSM_state <= (byte_counter == 3) ? FSM_END_SIGNAL_1 : FSM_TX_BYTE_1;
                byte_counter <= byte_counter + 1;
                byte_index <= 0;  
                case(byte_counter)
                    0: tx_byte <= CAMERA_ADDR;
                    1: tx_byte <= latched_address;
                    2: tx_byte <= latched_data;
                    default: tx_byte <= latched_data;
                endcase
            end
            FSM_TX_BYTE_1: begin  
                FSM_state <= FSM_TIMER;
                FSM_return_state <= FSM_TX_BYTE_2;
                timer <= (CLK_FREQ/(4*SCCB_FREQ));
                SIOC_oe <= 1; 
            end
            FSM_TX_BYTE_2: begin  
                FSM_state <= FSM_TIMER;
                FSM_return_state <= FSM_TX_BYTE_3;
                timer <= (CLK_FREQ/(4*SCCB_FREQ));  
                SIOD_oe <= (byte_index == 8) ? 0 : ~tx_byte[7];  
            end
            FSM_TX_BYTE_3: begin  
                FSM_state <= FSM_TIMER;
                FSM_return_state <= FSM_TX_BYTE_4;
                timer <= (CLK_FREQ/(2*SCCB_FREQ));
                SIOC_oe <= 0;  
            end
            FSM_TX_BYTE_4: begin  
                FSM_state <= (byte_index == 8) ? FSM_LOAD_BYTE : FSM_TX_BYTE_1;
                tx_byte <= tx_byte<<1;  
                byte_index <= byte_index + 1;
            end
            FSM_END_SIGNAL_1: begin  
                FSM_state <= FSM_TIMER;
                FSM_return_state <= FSM_END_SIGNAL_2;
                timer <= (CLK_FREQ/(4*SCCB_FREQ));
                SIOC_oe <= 1;
            end
            FSM_END_SIGNAL_2: begin  
                FSM_state <= FSM_TIMER;
                FSM_return_state <= FSM_END_SIGNAL_3;
                timer <= (CLK_FREQ/(4*SCCB_FREQ));
                SIOD_oe <= 1;
            end
            FSM_END_SIGNAL_3: begin  
                FSM_state <= FSM_TIMER;
                FSM_return_state <= FSM_END_SIGNAL_4;
                timer <= (CLK_FREQ/(4*SCCB_FREQ));
                SIOC_oe <= 0;
            end
            FSM_END_SIGNAL_4: begin  
                FSM_state <= FSM_TIMER;
                FSM_return_state <= FSM_DONE;
                timer <= (CLK_FREQ/(4*SCCB_FREQ));
                SIOD_oe <= 0;
            end
            FSM_DONE: begin  
                FSM_state <= FSM_TIMER;
                FSM_return_state <= FSM_IDLE;
                timer <= (2*CLK_FREQ/(SCCB_FREQ));
                byte_counter <= 0;
            end
            FSM_TIMER: begin  
                FSM_state <= (timer == 0) ? FSM_return_state : FSM_TIMER;
                timer <= (timer==0) ? 0 : timer - 1;
            end
            default: FSM_state<= FSM_IDLE;
        endcase
    end
endmodule
`timescale 1ns / 1ps
module camera_configure
    #(
    parameter CLK_FREQ=25000000
    )
    (
    input wire clk,
    input wire start,
    output wire sioc,
    output wire siod,
    output wire done
    );
    wire [7:0] rom_addr;
    wire [15:0] rom_dout;
    wire [7:0] SCCB_addr;
    wire [7:0] SCCB_data;
    wire SCCB_start;
    wire SCCB_ready;
    wire SCCB_SIOC_oe;
    wire SCCB_SIOD_oe;
    assign sioc = SCCB_SIOC_oe ? 1'b0 : 1'bZ;
    assign siod = SCCB_SIOD_oe ? 1'b0 : 1'bZ;
    OV7670_config_rom rom1(
        .clk(clk),
        .addr(rom_addr),
        .dout(rom_dout)
        );
    OV7670_config #(.CLK_FREQ(CLK_FREQ)) config_1(
        .clk(clk),
        .SCCB_interface_ready(SCCB_ready),
        .rom_data(rom_dout),
        .start(start),
        .rom_addr(rom_addr),
        .done(done),
        .SCCB_interface_addr(SCCB_addr),
        .SCCB_interface_data(SCCB_data),
        .SCCB_interface_start(SCCB_start)
        );
    SCCB_interface #( .CLK_FREQ(CLK_FREQ)) SCCB1(
        .clk(clk),
        .start(SCCB_start),
        .address(SCCB_addr),
        .data(SCCB_data),
        .ready(SCCB_ready),
        .SIOC_oe(SCCB_SIOC_oe),
        .SIOD_oe(SCCB_SIOD_oe)
        );
endmodule
```
==> results.cfg <==
; generated from flow reports
[run]
tool_warnings = 42
drv.max_cap_violation_count = 0

[critical_path]
worstPathMaxFanout = 1
crit_path_start_kind = flop
reg2reg_to = rom1.dout[5]
cp_slowest_stage_delay_ps = 470
number_of_cells_on_the_worst_reg_to_reg_path = 7
rr_startpoint = config_1.rom_addr[2]
cpLargestDelayFamily = buffers and inverters
worstSetupPathDepth = 1
worst_ep_arrival_time_ps = 1150
worstPathCellList = clkdlybuf4s50_1
cp_endpoint_kind = output port
crit_slowest_cell = sky130_fd_sc_hd__clkdlybuf4s50_1
setup.reg_to_reg.worst_slack_ps = 10680
critical_path_required_ps = 10960
criticalPathCategory = flop to output port
critPathBufInv = 1

[detailed_routing]
detail_route.first_pass.iterations = 7
drt-met1-wl_microns = 8270
dr_top_layer = met4
final_antenna_net_count = 0
vias = 5894
wirelength_microns = 17600
met2_wirelength_microns = 7880
diodes = 0
wl_per_cell_microns = 17.6
avgViaCountPerCell = 5.89
detailedRoute.firstIterationViolations = 610
drc = 0
route.met3.wl_microns = 1070

[synth]
mux_share = 0.0179
enable_flop_cells = 91
synth.largest_area_cell = sky130_fd_sc_hd__edfxtp_1
synth.yosys.chip_area_sq_um = 7130
synth_seq_share = 0.428
synth_flop_count = 107
synth.distinct_cells = 65
top_logic_kind = simple AND/OR/NAND/NOR gates
aoi_share = 0.157
synthXorXnorAreaFrac = 0.0688
synthTopCellsByArea = sky130_fd_sc_hd__edfxtp_1 (38%), sky130_fd_sc_hd__nor2_1 (6.1%), sky130_fd_sc_hd__dfxtp_1 (4.5%)
yosys.area_share.adder = 0.0439
netlist.area_leader.share = 0.383
yosysWarningCount = 5
syn-instance-count = 789
ys_dominant_reg_cell = sky130_fd_sc_hd__edfxtp_1
yosys_cells = 789
syn-cell-area_sq_um = 7130
async_set_or_reset_flop_fraction_in_the_synthesized_netlist = 0
synth.cellmix.simpleShare = 0.245
synth.avg_cell_area_sq_um = 9.04

[worst_hold_path]
hp-start = config_1.SCCB_interface_start
worstHoldEndpoint = SCCB1.ready
hold-path-cell-count = 1
hold_path_class = flop to flop

[timing]
tightest_slew_ps = 851
slew_violations = 0
grt_setup_unrepaired = false
finalWorstPathRequiredPeriod_ps = 3890
fin_worst_skew_ps = 10.4
setup_violations = 0
min_period_over_period = 0.284
post_route_setup_tns_ps = 0
timing.final.ws_setup_ps = 9810
slew_headroom = 0.428
finalHoldViolCount = 0
clock.fmax_ghz = 0.257

[global_routing]
aggregate_global_routing_overflow = 0
initial_antenna_violation_count = 0
first_global_vias = 5481
global_route_wire_length_before_repair_microns = 28700
combined_global_route_utilization_of_all_metal_layers = 0.206
grt_max_degree = 66

[cells_and_area]
areaGrowthSynthToFinish_pct = 7.13
stdcell_count = 1000
layout.cell_area.non_filler_sq_um = 7640
layout_cell_share_with_drive_strength_beyond_1 = 0.0581
sequential_cell_area_in_the_final_layout_sq_um = 3050
layout.area.comb_sq_um = 3820
fill_cells = 1636
final_util = 0.440

[clock_network]
hold_buffers = 0
cts_post_setup_buffers_inserted = 0
cts_h_tree_lvls = 3
max_root_sink_buffers = 2
clock_input_transition_at_the_sequential_cells_of_the_worst_setup_and_hold_paths_ps = 80
post_cts_resize_count = 0
tritoncts_clock_tree = done
tritoncts.num_buffers = 9
clkSinkCount = 107
ctsRootBufferMaster = sky130_fd_sc_hd__clkbuf_16
clk-insertion-delay-late_ps = 340

[die]
design.core.area_sq_um = 17400
floorplanUtilization = 0.411
chipArea_sq_um = 18400
floorplan.io_pins = 5
die-width_microns = 136
fp.dieH_microns = 136
std_cell_rows = 48

[pwr]
clock_power_share = 0.417
irDropWorstVdd_mv = 0.0508
power_switching_uw = 122
total_leakage_power_uw = 0.00280
sw_frac_of_total = 0.204
power_per_cell_area_nw_per_um2 = 78.1
internal_pwr_total_uw = 475
seqPwrFrac = 0.583
combinationalPowerShare = 0.001

[placement]
globalplace.congestion = 0.978
post_place_cell_area_sq_um = 7350
numPortBuffers = 2
dp_worst_setup_slack_ps = 9980
place_hpwl_microns = 11800
placed_cells_incl_taps = 984

[run_status]
status = finished clean
==> cells in the final DEF (no fill, tap or decap), types with 9 or more instances in the layout <==
master                      synthesis  final
sky130_fd_sc_hd__ha_1              25     25
sky130_fd_sc_hd__nand3_1           28     28
sky130_fd_sc_hd__dfxtp_1           16     16
sky130_fd_sc_hd__a21oi_1           38     38
sky130_fd_sc_hd__nor4_1            18     18
sky130_fd_sc_hd__buf_4              2     14
sky130_fd_sc_hd__clkbuf_16          0      9
sky130_fd_sc_hd__nand2b_1          19     19
sky130_fd_sc_hd__inv_1             17     17
sky130_fd_sc_hd__xor2_1            28     28
sky130_fd_sc_hd__xnor2_1           28     28
sky130_fd_sc_hd__nand4_1           19     19
sky130_fd_sc_hd__nor2_1           115    115
sky130_fd_sc_hd__nor2b_1           17     17
sky130_fd_sc_hd__nor3_1            23     23
sky130_fd_sc_hd__o21ai_0           53     53
sky130_fd_sc_hd__edfxtp_1          91     91
sky130_fd_sc_hd__nand2_1           58     58
sky130_fd_sc_hd__o211ai_1          13     13
==> final cells by class <==
| cell class | instances | share of cell area |
|---|---|---|
| clock inverter | 7 | 0.00786 |
| inverter | 20 | 0.00983 |
| tap | 225 | 0.0369 |
| multi-input combinational | 616 | 0.500 |
| timing repair buffer | 16 | 0.0164 |
| sequential | 107 | 0.400 |
| clock buffer | 9 | 0.0295 |
==> worst max path at each step <==
| stage | from | end | slack [ps] |
|---|---|---|---|
| final | config_1.done | done | 9810 |
| after global routing | config_1.done | done | 9740 |
| after CTS | config_1.done | done | 9790 |
==> cells by family after synthesis <==
family                     after synthesis
AOI/OAI and AO/OA                      174
DFF                                    107
muxes                                   10
adders and majority gates               25
buffers and inverters                   67
other                                    1
xor gates and xnor gates                56
and+or+nand+nor                        349
==> worst reg2reg max path, stage by stage (launching register included) <==
cell and delay, ps:
sky130_fd_sc_hd__edfxtp_1 330, sky130_fd_sc_hd__buf_4 440, sky130_fd_sc_hd__clkinv_1 650, sky130_fd_sc_hd__ha_1 420, sky130_fd_sc_hd__a21o_1 170, sky130_fd_sc_hd__mux4_2 450
sky130_fd_sc_hd__or3_1 300, sky130_fd_sc_hd__and3_1 170
==> power by group through the flow <==
stage | logic, uW | registers, uW | clock network, uW
6_report | 0.391 | 348 | 249
5_1_grt | 0.488 | 347 | 269
4_1_cts | 0.430 | 347 | 259
==> through the flow <==
step,hold WS [ps],power (uW)
CTS,532,607
detailed placement,536,355
global route,541,617
floorplan,506,355
global placement,522,355
finish,529,596
==> state kept, by name (all words and copies together), names as in the netlist, 4 cells and up <==
| register | count |
|---|---|
| SCCB1.timer | 32 |
| config_1.timer | 32 |
| rom1.dout | 16 |
| config_1.rom_addr | 8 |
| SCCB1.FSM_return_state | 4 |
| SCCB1.FSM_state | 4 |
| SCCB1.byte_index | 4 |
==> routing by layer <==
layer  global-route usage  up-vias
li1                     -     2861
met1                0.323     2798
met2                0.312      204
met3               0.0355       31
met4               0.0424        0
met5                    0        -
==> synthesized netlist by cell type (5+ instances only) <==
master and number:
sky130_fd_sc_hd__and2_1 7, sky130_fd_sc_hd__nand2_1 58, sky130_fd_sc_hd__o211ai_1 13, sky130_fd_sc_hd__nor3_1 23
sky130_fd_sc_hd__nand3b_1 8, sky130_fd_sc_hd__edfxtp_1 91, sky130_fd_sc_hd__a21boi_0 7, sky130_fd_sc_hd__clkbuf_1 36
sky130_fd_sc_hd__nor2b_1 17, sky130_fd_sc_hd__buf_1 7, sky130_fd_sc_hd__nand2b_1 19, sky130_fd_sc_hd__a21oi_1 38
sky130_fd_sc_hd__nor2_1 115, sky130_fd_sc_hd__o22ai_1 8, sky130_fd_sc_hd__inv_1 17, sky130_fd_sc_hd__xnor2_1 28
sky130_fd_sc_hd__ha_1 25, sky130_fd_sc_hd__or4_1 7, sky130_fd_sc_hd__xor2_1 28, sky130_fd_sc_hd__nor4_1 18
sky130_fd_sc_hd__mux2i_1 6, sky130_fd_sc_hd__a31oi_1 8, sky130_fd_sc_hd__dfxtp_1 16, sky130_fd_sc_hd__or2_2 5
sky130_fd_sc_hd__or3_1 8, sky130_fd_sc_hd__nand3_1 28, sky130_fd_sc_hd__o21ai_0 53, sky130_fd_sc_hd__nand4_1 19
Power and IR drop assume default switching activity.
